## design/flow/run.sh

```bash
#!/bin/bash
# OpenROAD 26Q1-2900-gdf79404cd8, Yosys 0.63+post, stock flow scripts
make -C /OpenROAD-flow-scripts/flow DESIGN_CONFIG=/design/flow/config.mk WORK_HOME=/design/flow/orfs finish
```

## design/flow/config.mk

```make
export PLATFORM = sky130hd
export DESIGN_NAME = q7
export DESIGN_NICKNAME = q7
export VERILOG_FILES = /design/flow/design.v
export SDC_FILE = /design/flow/constraint.sdc
export NUM_CORES = 4
export LEC_CHECK = 1
export CORE_AREA = 10 10 98 98
export DIE_AREA = 0 0 108 108
```

## design/flow/constraint.sdc

```tcl
current_design q7

set clk_period 3.1
set clk_io_pct 0.2

create_clock -name clk0 -period $clk_period [get_ports {clk}]

set non_clock_inputs [all_inputs -no_clocks]
set_input_delay [expr $clk_period * $clk_io_pct] -clock clk0 $non_clock_inputs
set_output_delay [expr $clk_period * $clk_io_pct] -clock clk0 [all_outputs]
```

## design/flow/design.v

```verilog
`timescale 1ns / 1ps
module q7(rs,oc,md,io,clk,a);
input rs;    
input oc;    
input clk;   
input [2:0]md;   
output [7:0]io;  
input [7:0]a;    
reg [7:0]io;
reg [7:0]q1;
reg [7:0]q2;
always@(posedge clk )
begin
if(rs==1'b1)   begin
               io=8'b00000000;  
               q1=8'b00000000;
               q2=8'b00000000;
               end
if(oc==1'b1 && md!=3'b111)
begin
case(md)
3'b001: io=io<<1;  
3'b010: io=io>>1;    
3'b011: begin
        q2=q2+1;     
        q1=q2>>1;    
        io=q2^q1;
        end
3'b100: begin
         q2=q2-1;    
         q1=q2>>1;   
         io=q2^q1;
        end
3'b101: io=~io;  
3'b110: io={io[3:0],io[7:4]};    
endcase
end
if(oc ==1'b0 && md==3'b111)
io=a;
end
endmodule
```

==> impl_metrics.yaml <==
# synthesis and place-and-route metrics
synth:
  ys.flops: 16
  ys_chip_area_mm2: 0.00171
  synth_area_mm2: 0.00171
  yosysUniqueCellTypes: 52
  ys_top_logic_family: "AND-OR/OR-AND gates"
  synth_area_leader_cell: "dfxtp_1"
  topCellsByArea: "dfxtp_1, xnor2_1, a21oi_1"
  yosys_warnings: 1
  synthSimpleGateAreaFrac: 0.246
  synth_seq_share: 0.188
  syn_area_per_cell_um2: 7.49
  synth_top_area_share: 0.188
  ys_sh_adder: 0.0147
  ys_sh_xor: 0.108
  mux_share: 0.0301
  ff_type: "dfxtp_1"
  syn_inst: 228
  aoi_share: 0.320
  async_reset_ff_frac: 0
  ys_cells: 228
  edf_count: 0
global_routing:
  grt_antenna_before_repair: 0
  grt_util_all_layers: 0.0846
  globalRouteOverflowTotal: 0
  grt_pass1_wl_um: 8280
  grt_pass1_vias: 1579
  grt_max_degree: 18
routing:
  diodes: 0
  wl_met2_um: 2090
  ant_nets: 0
  viasPerCell: 5.16
  routed.top_layer: "met4"
  drtPass1Iterations: 4
  drtIter0Drc: 140
  vias: 1790
  detail_route.drc_violations: 0
  wl_um: 5120
  wl_met1_um: 2540
  drt-wirelength-per-cell_um: 14.8
  met3_wirelength_um: 446
pwr:
  pwr-share-seq: 0.353
  switchingPower_w: 0.000285
  ir_drop_mv: 0.199
  pwr-share-comb: 0.431
  powerDensity_mw_per_mm2: 377
  intPower_w: 0.000478
  clockPowerShare: 0.216
  swShare: 0.373
  leakage_nw: 0.678
critical_path:
  worstSetupStartpointType: "input pin"
  cp-end-kind: "register"
  path_class: "input pin to register"
  reg2reg_depth: 9
  worstPathRequired_ns: 3.24
  slowest_stage: "clkdlybuf4s50_1"
  path_max_fanout: 6
  crit_arrival_ns: 2.77
  cp_cell_sequence: "clkdlybuf4s50_1 -> nand2b_1 -> inv_1 -> ha_1 -> nand3_1 -> nor3_2 -> xnor2_1 -> xnor2_1 -> a211oi_1 -> a21oi_1"
  max_stage_delay_ns: 0.49
  cp_common_cell: "xnor2_1"
layout:
  drive_above_1_share: 0.0898
  layout_top_cells: "a21oi_1, clkdlybuf4s50_1, nor2_1"
  area_growth_pct: 18.5
  stdcell_count: 347
  lay_top_count: "a21oi_1"
placed_design:
  io_buffer_count: 21
  dpl.hpwl_um: 3840
  gp_congestion: 0.928
  dp.cells: 344
cts:
  cts_root_buffer: "clkbuf_8"
  cts.reportedPaths.clkPinSlew_ns: 0.07
  clock_path_buffers: 2
  clk_latency_ns: 0.25
  cts_resized: 0
  ctsHoldBuffers: 0
  numClockSinks: 16
  cts_buffers: 3
  cts_tree: "yes"
  cts_setup_buffers: 0
  htree_levels: 1
floorplanning:
  placeableCoreArea_mm2: 0.00765
  io_pins: 22
  dieArea_mm2: 0.0117
  rows: 32
  die_w_um: 108
  fp_util: 0.223
  chipHeight_um: 108
status:
  status: "complete, no violations"
job:
  maxCapViolCount: 0
  tool_warnings: 26
sta:
  setup_violations: 0
  worst_pin_slew_ns: 0.635
  finalClockSkew_ns: 0.00702
  max_freq_mhz: 379
  grt_setup_unrepaired: "no"
  slew_headroom: 0.575
  tns_ns: 0
  hold_viol_final: 0
  finalCritPeriodShare: 0.850
  slew_viol_final: 0
  finalCriticalPeriod_ns: 2.64
worst_hold_path:
  hp-class: "register to register"
  hold_depth: 1
==> worst paths after layout <==
check	start	endpoint	slack, ns
hold / removal	q2[7]$_DFF_P_	q2[7]$_DFF_P_	0.54
setup / recovery	rs	io[5]$_DFF_P_	0.46
hold reg to reg	q2[7]$_DFF_P_	q2[7]$_DFF_P_	0.54
setup reg to reg	q2[1]$_DFF_P_	io[6]$_DFF_P_	0.88
==> sequential cells by signal, indices dropped and copies added (netlist names) <==
| signal | flops |
|---|---|
| io | 8 |
| q2 | 8 |
==> metal layers <==
layer	GRT usage	vias to the layer above
li1	-	870
met1	0.139	820
met2	0.115	96
met3	0.0133	4
met4	0.00859	0
met5	0	-
==> layout make-up <==
cell class,instances,area (um^2)
fillers,834,5620
multi-input cells,189,1230
flip-flops and latches,16,320
repair buffers,31,285
well taps,102,128
clock buffers,3,41.3
inverters,6,22.5
==> cells by family after synthesis <==
| family | Yosys count |
|---|---|
| AND-OR/OR-AND | 82 |
| AND/OR/NAND/NOR | 79 |
| buffers and inverters | 23 |
| XOR/XNOR | 21 |
| flip-flops | 16 |
| multiplexers | 5 |
| adder cells (fa/ha/maj) | 2 |
==> synth_stat cells, types with 4 or more instances <==
master / instances
a22o_1: 4
clkbuf_8: 5
inv_1: 6
nor2_1: 20
a21oi_1: 24
nor2b_1: 9
clkbuf_1: 5
nand2b_1: 12
a22oi_1: 5
o21ai_0: 14
nand2_1: 11
xor2_1: 5
buf_2: 4
a221oi_1: 5
mux2i_1: 4
nand3_1: 7
o22ai_1: 6
dfxtp_1: 16
nor3_1: 7
xnor2_1: 16
==> power groups by stage <==
stage | clock network, W | logic (W) | registers, W
CTS | 0.000170 | 0.000325 | 0.000268
global route | 0.000175 | 0.000361 | 0.000273
finish | 0.000165 | 0.000329 | 0.000269
==> worst max-delay path: cells and delay by family <==
kind | cells | cell delay [ns]
buffers and inverters | 2 | 0.57
AND-OR/OR-AND | 2 | 0.32
adder cells (fa/ha/maj) | 1 | 0.23
XOR/XNOR | 2 | 0.27
AND/OR/NAND/NOR | 3 | 0.75
==> through the flow <==
| step | cell area (um^2) | power [W] | utilization | hold slack (ns) | worst slack [ns] |
|---|---|---|---|---|---|
| final | 2020 | 0.000763 | 0.265 | 0.536 | 0.465 |
| after global routing | 2020 | 0.000810 | 0.265 | 0.556 | 0.279 |
| after CTS | 2020 | 0.000763 | 0.265 | 0.538 | 0.468 |
| after detailed placement | 1980 | 0.000594 | 0.259 | 0.519 | 0.212 |
| after global placement | 1980 | 0.000599 | 0.259 | 0.515 | 0.260 |
| after floorplan | 1710 | 0.000494 | - | 0.498 | 0.537 |
Power figures rest on the tool's default switching activity, not on a simulated workload.
