==> flow/design.v <==
`timescale 1ns / 1ps
module bcd_adder(a,b,carry_in,sum,carry);
    input [3:0] a,b;
    input carry_in;
    output [3:0] sum;
    output carry;
    reg [4:0] sum_temp;
    reg [3:0] sum;
    reg carry;  
    always @(a,b,carry_in)
    begin
        sum_temp = a+b+carry_in; 
        if(sum_temp > 9)    begin
            sum_temp = sum_temp+6; 
            carry = 1;  
            sum = sum_temp[3:0];    end
        else    begin
            carry = 0;
            sum = sum_temp[3:0];
        end
    end     
endmodule
`timescale 1ns / 1ps
module bcd_adder_2(output [8:0]z,input [7:0]x,y);
    wire w1,w2;
    bcd_adder b1(x[3:0],y[3:0],0,z[3:0],w1);
    bcd_adder b2(x[7:4],y[7:4],w1,z[7:4],z[8]);
endmodule
==> flow/run.sh <==
#!/bin/bash
# OpenROAD 26Q1-2900-gdf79404cd8, Yosys 0.63+post, stock flow scripts
make -C /OpenROAD-flow-scripts/flow DESIGN_CONFIG=/design/flow/config.mk WORK_HOME=/design/flow/orfs finish
==> flow/config.mk <==
export PLATFORM = sky130hd
export DESIGN_NAME = bcd_adder_2
export DESIGN_NICKNAME = bcd_adder_2
export VERILOG_FILES = /design/flow/design.v
export SDC_FILE = /design/flow/constraint.sdc
export NUM_CORES = 4
export LEC_CHECK = 1
export CORE_AREA = 10 10 70 70
export DIE_AREA = 0 0 80 80
==> flow/constraint.sdc <==
current_design bcd_adder_2

set clk_period 6.1
set clk_io_pct 0.2

create_clock -name clk0 -period $clk_period

set non_clock_inputs [all_inputs -no_clocks]
set_input_delay [expr $clk_period * $clk_io_pct] -clock clk0 $non_clock_inputs
set_output_delay [expr $clk_period * $clk_io_pct] -clock clk0 [all_outputs]
==> reports/results.ini <==
[synthesis]
ys_seq_share_pct=0
synth_cells=58
ys_area_sq_um=477
yosys_cells=58
netlist_area_sq_um=477
synth.distinct_cells=24
syn_area_per_cell_sq_um=8.22
ys_warn_count=2

[routing]
antennaDiodeCount=0
drt_pre_antenna_iters=4
wl_per_cell_um=10.3
wl_um=1520
via_per_inst=3.86
ant_nets=0
num_vias=567
drc_errors=0
drt_iter0_markers=3

[power]
p_per_area_nw_per_um2=163
p_leak_nw=0.485
ir_drop_uv=42.3
power_mw=0.168

[die]
core_area_sq_um=3420
die_w_um=80
chipHeight_um=80
dieArea_sq_um=6400
num_rows=21
ioPinCount=25
initial_utilization_pct=14.0

[cells_and_area]
ff_count=0
fin_cells=147
post_route_cells_drive_above_1_share_pct=45.5
seq_area_sq_um=0
n_clock_buffer=0
fillers=350
final_area_sq_um=1030
syn2layout_area_growth_pct=117
logic_area_sq_um=542

[timing]
setup_viol_count_final=0
fmax_mhz=169
tightest_slew_ns=0.306
finalClockPeriodUsage_pct=97.3
hold_slack_ns=3.12
hold_violations=0
slew_headroom_pct=79.6
setup_slack_ns=0.168
slew_violations=0
post-route-min-period_ns=5.93

[placed_design]
dp_worst_setup_slack_ns=-0.774
port_buffers=25
hpwl_um=1190
placed_area_sq_um=867
post-place-cells=140
place_congestion=0.777

[global_routing]
grt_pass1_vias=572
grt_usage_pct=4.39
grt_max_degree=6
antenna_found_initial=0
grt.overflow.total=0
grt_pass1_wl_um=2450

[job]
warning_count=33
max_cap_viol_count=0

[setup_path]
required_ns=4.88
endpoint_kind=output port
critPathKind=input port to output port
critPathMaxFanout=5
cp-start-kind=input port
worstPathArrival_ns=4.71

[run_status]
status=complete, no violations

[hold_path]
min_path_type=input port to output port

[clock_tree]
ctsHoldBuffers=0

-- critical path, stage by stage --
cell,delay (ns)
buf_6,0.08
ha_4,0.12
inv_2,0.04
fa_2,0.43
xor2_4,0.23
ha_2,0.19
nand2_1,0.04
a32o_2,0.23
o311ai_4,0.22
inv_1,0.10
fa_2,0.36
inv_2,0.06
fa_2,0.22
xnor2_2,0.10
ha_4,0.17
a31o_1,0.19
o31a_1,0.32
buf_4,0.15
xnor2_2,0.13
buf_2,0.11
-- metal layers --
layer | share of wire [%] | track usage (%) | wire (um)
met5 | 0 | 0 | 0
met4 | 0 | 0 | 0
met3 | 7.9 | 1.14 | 120
met2 | 43 | 7.62 | 660
met1 | 49 | 5.62 | 739
-- through the flow --
step           setup TNS (ns)  util [%]
2_1_floorplan               0         -
3_3_place_gp            -2.64      25.4
3_5_place_dp            -2.88      25.4
4_1_cts                     0      28.6
5_1_grt              -0.00349      30.2
6_report                    0      30.2
-- final timing paths --
path / start / endpoint / slack, ns / cells after the start
setup / recovery: y[0] / z[5] / 0.17 / 20
hold / removal: x[0] / z[0] / 3.12 / 3
-- kinds of logic after synthesis --
family | synth area share [%]
adders and majority gates | 38.8
xor gates and xnor gates | 7.35
and+or+nand+nor | 13.1
muxes | 6.30
buffers and inverters | 11.0
AOI/OAI and AO/OA | 23.4
-- cells in the mapped netlist --
library cell | count | area share (%)
xor2_1 | 1 | 1.8
xnor2_1 | 3 | 5.5
inv_1 | 12 | 9.4
nand3b_1 | 1 | 1.6
a31o_1 | 1 | 1.8
a21oi_1 | 5 | 5.2
buf_4 | 1 | 1.6
a31oi_1 | 1 | 1.3
or2_2 | 3 | 3.9
o31a_1 | 1 | 1.8
nor2b_1 | 1 | 1.3
nand3_1 | 1 | 1.0
and3b_1 | 1 | 1.8
mux2i_1 | 3 | 6.3
and3_1 | 2 | 2.6
a2111oi_0 | 1 | 1.8
fa_1 | 3 | 13
a21o_1 | 2 | 3.1
a32o_1 | 1 | 2.1
o311ai_2 | 1 | 3.4
nand2_1 | 1 | 0.79
a21boi_0 | 1 | 1.6
o21ai_0 | 1 | 1.0
ha_1 | 10 | 26
-- report_power, final --
part | leakage (nW) | total (mW) | internal, mW | switching (mW)
Clock | 0 | 0 | 0 | 0
Combinational | 0.485 | 0.168 | 0.107 | 0.0610
Sequential | 0 | 0 | 0 | 0
Total | 0.485 | 0.168 | 0.107 | 0.0610
-- cell type report --
type / count / share of cell area [%]
inverter: 12 / 4.36
timing repair buffer: 44 / 37.6
multi-input combinational: 45 / 52.5
tap: 46 / 5.58
-- what timing repair did --
item / CTS / global route
pin swaps: 14 / 10
endpoints found under the hold margin: 0 / 0
buffers inserted: 5 / 2
gates resized: 39 / 13
setup endpoints to repair: 4 / 4
-- placed cells by master (no fill, tap or decap), drive strengths merged, types with 2 or more instances in the layout --
master,instances
buf,24
ha,10
dlymetal6s2s,2
xnor2,3
mux2i,3
fa,3
and3,2
clkdlybuf4s15,2
clkdlybuf4s50,15
inv,12
a21o,2
or2,3
a21oi,5
Power figures rest on the tool's default switching activity, not on a simulated workload.
