--- /design/flow/design.v ---
`timescale 1ns / 1ps
module q2alu(a,b,s,out);
input [7:0]a;  
input [7:0]b;  
input [2:0]s;  
output [8:0]out;  
reg [8:0]out;
always @(*)
begin
case (s)
3'b000 : out=a+b;   
3'b001 : out=a-b;   
3'b010 : out=a+(2*b); 
3'b011 : out=a-(2*b); 
3'b100 : out=(a[3:0])*(b[3:0]);  
3'b101: out = (a<b)?a:b;     
3'b110 : out=(a<0)?(-1*a):a;   
default : out=b;  
endcase
end
endmodule
--- /design/flow/run.sh ---
#!/bin/bash
# OpenROAD 26Q1-2900-gdf79404cd8, Yosys 0.63+post, stock flow scripts
make -C /OpenROAD-flow-scripts/flow DESIGN_CONFIG=/design/flow/config.mk WORK_HOME=/design/flow/orfs finish
--- /design/flow/config.mk ---
export PLATFORM = sky130hd
export DESIGN_NAME = q2alu
export DESIGN_NICKNAME = q2alu
export VERILOG_FILES = /design/flow/design.v
export SDC_FILE = /design/flow/constraint.sdc
export NUM_CORES = 4
export LEC_CHECK = 1
export CORE_UTILIZATION = 40
--- /design/flow/constraint.sdc ---
current_design q2alu

set clk_period 5.5
set clk_io_pct 0.2

create_clock -name clk0 -period $clk_period

set non_clock_inputs [all_inputs -no_clocks]
set_input_delay [expr $clk_period * $clk_io_pct] -clock clk0 $non_clock_inputs
set_output_delay [expr $clk_period * $clk_io_pct] -clock clk0 [all_outputs]
==> notes.md <==
fresh numbers from the pnr run: status=finished, final reports clean, Die Y=74.82 um, Comb area=0.001976 mm2, DRC=0, HP Start=b[7], worst hold path class=in2out, relative max-transition margin=60.67%, CP endpoint=out[5], post-DR vias/cell=5.607, mean routed wirelength per cell=15.83 um, RSZ-0062 raised after global routing=no, NetSw=0.0001569 W, DR iter-0 viols=131, Min Hold Slack=3171 ps, Util after Layout=52.01%, clock share of power=0%, first-pass GRT wire length=10.21 mm, Slew Limit Fails=0, crit path time final=5374 ps, width of the die=74.82 um, Pint=0.0001504 W, Pre-Repair DR Iteration Count=4, Worst Setup Path Type=in2out, most numerous logic cells after layout=ha_1 (33), inv_1 (27), nor2_1 (27), GRT Util Overall=24.47%, dpl ws=-393.1 ps, Detail Route Antenna Nets=0, Post-Syn Instances=287, crit path DRT=4400 ps, die area=0.005597 mm2, number of cells in Yosys stat=287, Design Area, Final=0.002656 mm2, synthesis-to-layout area growth=25.25%, Netlist Area Pre-Place=0.002121 mm2, Critical Path Start Type=input port, IO Pins=28, ANT cells=0, static leakage=1.181 nW, register share of total power=0%, Yosys Chip Area=0.002121 mm2, clock buf count=0, Top cell excl fill/tap=ha_1, Pwr Density=115.7 mW/mm2, max_cap viols=0, PnR worst setup slack=126.5 ps, Rows=26, final hold violations=0, CP arrival=4270 ps, period utilization=97.70%, worst-margin pin slew=587.8 ps, initial antenna violation count=0, Synth Seq Share=0%, routed wire length=6.362 mm, Gate power share=100.0%, GP Congestion=0.9022, total gr overflow=0, Worst setup startpoint=b[3], Register Area=0 um2, YS warnings=1, Fill cells=544, Netlist cell types=60, biggest fanout along the worst timing path=2, # port buffers=28, Detailed Place HPWL=5.292 mm, layout cells sized above 1=16.27%, Setup violations, final=0, vias=2254, Seq cells=0, Placed Area=0.002601 mm2, core box area=0.005107 mm2, FMAX=0.1861 GHz, vias in the first global route=2081, CP endpoint kind=output pin, Initial Utilization=41.52%, Worst VDD drop=57.10 uV, Sw Share=51.05%, Mean Syn Cell Area=7.389 um2, largest net degree at the start of global routing=18, Log Warnings=41
## layer usage
layer	GRT usage, %	share of wire [%]	up-vias
li1	-	-	1142
met1	39.18	50	1059
met2	38.24	44	53
met3	2.307	5.2	0
met4	0.2096	0	0
met5	0	0	-
## logic make-up after synthesis
group	after synthesis	synth area share (%)
adders and majority gates	44	28.44
and+or+nand+nor	82	18.88
muxes	5	2.419
buffers and inverters	39	9.203
xor gates and xnor gates	20	8.260
AOI/OAI and AO/OA	97	32.80
## worst min path at each step
stage	endpoint	slack, ps	depth (start not counted)
global route	out[7]	3200	4
finish	out[7]	3170	4
CTS	out[7]	3160	4
## area by class of cell
| type | instances | area share, % |
|---|---|---|
| multi-input cells | 248 | 74.38 |
| repair buffers | 56 | 18.37 |
| inverters | 28 | 3.957 |
| well taps | 70 | 3.297 |
## stage by stage
stage / TNS, ps / total power [W] / cells
after global placement: -1004 / 0.0002949 / 401
final: 0 / 0.0003073 / 402
after detailed placement: -1028 / 0.0002946 / 401
after global routing: 0 / 0.0003400 / 402
after CTS: 0 / 0.0003013 / 402
after floorplan: 0 / 0.0001922 / 287
## critical path, cell delays in order
cell and delay [ps]:
dlygate4sd2_1 250, nand2_1 90, fa_1 530, inv_1 50
fa_2 580, ha_4 210, a21o_1 190, a21oi_2 130
xnor2_1 100, a221o_1 330, a211o_1 290, clkdlybuf4s50_1 420
## cells in the mapped netlist (2+ instances only)
cell type / instances / area, um2
a211o_1: 3 / 26.28
a21o_1: 4 / 30.03
a21oi_1: 18 / 90.09
a221o_1: 3 / 30.03
a221oi_2: 2 / 30.03
a22o_1: 3 / 26.28
a22oi_1: 2 / 15.01
a31oi_1: 6 / 37.54
a41oi_1: 2 / 17.52
buf_2: 3 / 15.01
buf_6: 4 / 45.04
fa_1: 7 / 140.1
ha_1: 37 / 462.9
inv_1: 28 / 105.1
mux2i_1: 4 / 40.04
nand2_1: 17 / 63.81
nand2b_1: 2 / 12.51
nand3_1: 6 / 30.03
nor2_1: 28 / 105.1
nor2b_1: 5 / 31.28
nor3_1: 11 / 55.05
o2111ai_1: 2 / 17.52
o211ai_1: 5 / 37.54
o21a_1: 5 / 37.54
o21ai_0: 21 / 105.1
o21ai_2: 2 / 17.52
o22ai_1: 2 / 12.51
o31ai_1: 3 / 22.52
or3_1: 3 / 18.77
xnor2_1: 17 / 148.9
xor2_1: 3 / 26.28
## repair_timing
action,4_1_cts,5_1_grt
cloned,0,0
gates resized,18,4
hold buffers,0,0
pin swaps,18,0
setup endpoints to repair,4,1
hold endpoints to repair,0,0
setup buffers,1,0
## power groups by stage
stage	Combinational (W)	Clock [W]	Sequential, W
after global routing	0.000340	0	0
final	0.000307	0	0
after CTS	0.000301	0	0
Power figures rest on the tool's default switching activity, not on a simulated workload.
